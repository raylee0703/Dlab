**./run.sh**
```bash
#!/bin/bash
# OpenROAD 26Q1-2900-gdf79404cd8, Yosys 0.63+post, stock flow scripts
make -C /OpenROAD-flow-scripts/flow DESIGN_CONFIG=/design/flow/config.mk WORK_HOME=/design/flow/orfs finish
```
**./config.mk**
```make
export PLATFORM = sky130hd
export DESIGN_NAME = lab3
export DESIGN_NICKNAME = lab3
export VERILOG_FILES = /design/flow/design.v
export SDC_FILE = /design/flow/constraint.sdc
export NUM_CORES = 4
export LEC_CHECK = 1
export CORE_UTILIZATION = 40
```
**./constraint.sdc**
```tcl
current_design lab3

set clk_period 6.2
set clk_io_pct 0.2

create_clock -name clk0 -period $clk_period [get_ports {clk}]

set non_clock_inputs [all_inputs -no_clocks]
set_input_delay [expr $clk_period * $clk_io_pct] -clock clk0 $non_clock_inputs
set_output_delay [expr $clk_period * $clk_io_pct] -clock clk0 [all_outputs]
```
**./design.v**
```verilog
`timescale 1ns / 1ps
module lab3(
  input  clk,             
  input  reset_n,         
  input  [3:0] usr_btn,   
  output reg [3:0] usr_led    
);
    reg [3:0] check = 4'b0000;
    reg [19:0] duty_led = 1000000;
    reg [19:0] count0 = 0;
    reg [19:0] count1 = 0;
    reg [19:0] count2 = 0;
    reg [19:0] count3 = 0;
    wire btn0_state, btn0_dn;
    debounce btn0 (
        .clk(clk),
        .button_in(usr_btn[0]),
        .state(btn0_state),
        .press(btn0_dn)
    );
    wire btn1_state, btn1_dn;
    debounce btn1 (
        .clk(clk),
        .button_in(usr_btn[1]),
        .state(btn1_state),
        .press(btn1_dn)
    );
    wire btn2_state, btn2_dn;
    debounce btn2 (
        .clk(clk),
        .button_in(usr_btn[2]),
        .state(btn2_state),
        .press(btn2_dn)
    );    
    wire btn3_state, btn3_dn;
    debounce btn3 (
        .clk(clk),
        .button_in(usr_btn[3]),
        .state(btn3_state),
        .press(btn3_dn)
        );    
    always @ (posedge clk) 
    begin
        if (btn3_dn)
        begin
            case(duty_led)
                1000000: duty_led <= 1000000;
                750000: duty_led <= 1000000;
                500000: duty_led <= 750000;
                250000: duty_led <= 500000;
                50000: duty_led <= 250000;
            endcase
        end
        if (btn2_dn)
        begin
            case(duty_led)
                1000000: duty_led <= 750000;
                750000: duty_led <= 500000;
                500000: duty_led <= 250000;
                250000: duty_led <= 50000;
                50000: duty_led <= 50000;
            endcase
        end
        if(btn1_dn)
        begin
             if(check == 4'b1111)
                check <= 4'b0000;
             else if(check == 4'b0111)
                check <= check;
             else
                check <= check + 1;
        end
        if(btn0_dn)
        begin
             if(check == 4'b0000)
                 check <= 4'b1111;
             else if(check == 4'b1000)
                 check <= check;
             else
                 check <= check - 1;
        end
    end
    always @(posedge clk) begin
        if(check[0] == 1) begin
            if(count0<1000000) begin
                count0 <= count0 + 1;
                usr_led[0] <= (count0<duty_led);
            end
            else
                count0 <= 0;
        end
        else if(check[0] == 0)
            usr_led[0] <= 0;
    end
    always @(posedge clk) begin
            if(check[1] == 1) begin
                if(count1<1000000) begin
                    count1 <= count1 + 1;
                    usr_led[1] <= (count1<duty_led);
                end
                else
                    count1 <= 0; 
            end
            else if(check[1] == 0)
                 usr_led[1] <= 0;
    end
    always @(posedge clk) begin
            if(check[2] == 1) begin
                if(count2<1000000) begin
                    count2 <= count2 + 1;
                    usr_led[2] <= (count2<duty_led); 
                end
                else
                    count2 <= 0;
            end
            else if(check[2] == 0)
                usr_led[2] <= 0; 
    end
    always @(posedge clk) begin
            if(check[3] == 1) begin
                if(count3<1000000) begin
                    count3 <= count3 + 1;
                    usr_led[3] <= (count3<duty_led); 
                end
                else
                    count3 <= 0;
            end
            else if(check[3] == 0)
                usr_led[3] <= 0;
    end
endmodule
module debounce(
    input clk,
    input button_in,
    output reg state,
    output press
    );
    reg sync_0, sync_1;
    reg [18:0] counter;
    wire idle = (state == sync_1);
    wire max = &counter;
    always @(posedge clk) sync_0 <= button_in;
    always @(posedge clk) sync_1 <= sync_0;
    always @(posedge clk)
    begin
        if (idle)
            counter <= 0;
        else
        begin
            counter <= counter + 1;
                if (max)
                state <= ~state;
        end
    end
    assign press = ~idle & max & ~state;
endmodule
```
==> flow_metrics.env <==
# implementation run metrics
export IMPL_ys_cells=1086
export IMPL_insertion_delay_ns=0.42
export IMPL_synthCells=1086
export IMPL_fin_worst_skew_ns=0.0122
export IMPL_final_comb_area_um2=5570
export IMPL_crit_family="simple AND/OR/NAND/NOR gates"
export IMPL_grt_remaining_overflow=0
export IMPL_drt_iter0_markers=464
export IMPL_yosysUniqueCellTypes=59
export IMPL_synthDominantCellAreaShare=0.249
export IMPL_initCoreUtil=0.408
export IMPL_avgSynthCellArea_um2=9.78
export IMPL_fillers=2429
export IMPL_area_delta_synth_final_pct=9.53
export IMPL_combPwrFrac=0.010
export IMPL_ir_drop_mv=0.161
export IMPL_worstSetupEndpointType="flop"
export IMPL_numCtsBuffers=17
export IMPL_pwr_share_clk=0.430
export IMPL_drt_wl_total_mm=20.2
export IMPL_seq_power_share=0.559
export IMPL_rsz0062_at_grt="no"
export IMPL_antenna_found_initial=0
export IMPL_timing_worst_setup_path_type="reg -> reg"
export IMPL_relSlewSlack=0.517
export IMPL_cts_clk_slew_worst_paths_ns=0.07
export IMPL_wl_per_cell_um=14.0
export IMPL_area_leaders="edfxtp_1, dfxtp_1, ha_1"
export IMPL_syn_area_um2=10600
export IMPL_rows=59
export IMPL_synthArstFlopShare=0
export IMPL_ys_ff=196
export IMPL_slowest_stage="nor4b_4"
export IMPL_critPathLaunchType="flop"
export IMPL_ctsHoldBuffers=0
export IMPL_regToRegSetupSlack_ns=3.41
export IMPL_hold_viol_final=0
export IMPL_drt_met1_wl_mm=10.4
export IMPL_setup_tns_ns=0
export IMPL_drt_vias_per_instance=5.13
export IMPL_register_area_um2=4800
export IMPL_route_met2_wl_mm=9.00
export IMPL_outcome="completed"
export IMPL_cp_slowest_stage_delay_ns=0.48
export IMPL_core_area_um2=26100
export IMPL_drc=0
export IMPL_fp_dieH_um=165
export IMPL_maxSlewViolCount=0
export IMPL_cp_data_required_time_ns=6.26
export IMPL_netSwitchingPower_mw=0.507
export IMPL_clock_path_buffers=2
export IMPL_tool_warnings=27
export IMPL_tightest_slew_ns=0.722
export IMPL_highest_layer="met4"
export IMPL_yosysSeqAreaShare=0.452
export IMPL_cts_htree_levels=4
export IMPL_edf_count=88
export IMPL_tritoncts="yes"
export IMPL_synth_main_ff_cell="dfxtp_1"
export IMPL_post_cts_buffers=0
export IMPL_dp_hpwl_mm=13.8
export IMPL_fin_crit_ns=2.79
export IMPL_hold_class="reg -> reg"
export IMPL_ant_nets=0
export IMPL_insertedDiodeCount=0
export IMPL_drive_above_1_share=0.0578
export IMPL_grt_util_all_layers=0.163
export IMPL_io_pins=10
export IMPL_p_leak_nw=4.50
export IMPL_power_internal_mw=1.91
export IMPL_worstPathCellList="ha_1, inv_1, nor4_2, and4_1, nor4b_4, a41oi_1, a31oi_1"
export IMPL_grt_pass1_vias=6914
export IMPL_ys_area_um2=10600
export IMPL_swShare=0.210
export IMPL_maxCapViolations=0
export IMPL_port_buffer_count=8
export IMPL_path_max_fanout=8
export IMPL_clock_sinks=196
export IMPL_grt_max_degree=30
export IMPL_firstDrtPassIters=4
export IMPL_grt_first_pass_wirelength_mm=34.2
export IMPL_finalWeightedCongestion=0.879
export IMPL_fin_util=0.447
export IMPL_cts_root_buffer="clkbuf_16"
export IMPL_top_area_cell="edfxtp_1"
export IMPL_cts_resized=0
export IMPL_route_vias_total=7408
export IMPL_route_met3_wl_um=693
export IMPL_period_used=0.449
export IMPL_yosysWarningCount=2
export IMPL_critPathArrivalTime_ns=2.85
export IMPL_max_freq_mhz=359
export IMPL_setup_viol=0
export IMPL_dieWidth_um=165
export IMPL_chipArea_um2=27200
export IMPL_pwr_density_cell_nw_per_um2=208
export IMPL_path_buffers=1
-- layout make-up --
cell class	count	area share
well taps	335	0.0360
repair buffers	19	0.0140
flip-flops and latches	196	0.413
clock buffers	22	0.0409
inverters	36	0.0116
multi-input cells	825	0.479
clock inverters	10	0.00602
-- power groups by stage --
stage / logic, mW / registers [mW] / clock network (mW)
global route: 0.0284 / 1.35 / 1.12
finish: 0.0251 / 1.35 / 1.04
CTS: 0.0255 / 1.35 / 1.08
-- state kept, by name, summed over array words and instances (netlist names), 4 cells and up --
signal,cells
usr_led,4
btn2.counter,19
count0,20
btn3.counter,19
check,4
btn1.counter,19
count2,20
duty_led,20
btn0.counter,19
count1,20
count3,20
-- cells in the mapped netlist (4+ instances only) --
cell type,number
a21o_1,36
a21o_2,5
a21oi_1,37
a41oi_1,4
and2_1,8
and3_1,20
and4_1,18
clkbuf_1,27
dfxtp_1,108
edfxtp_1,88
ha_1,86
inv_1,36
nand2_1,60
nand2b_1,6
nand3_1,58
nand4_1,39
nor2_1,173
nor2b_1,14
nor3_1,14
nor4_1,9
o21ai_0,20
o31ai_1,5
o41ai_1,4
or2_2,6
or3_1,13
or4_1,8
xnor2_1,44
xor2_1,86
-- per-stage QoR --
| step | hold slack (ns) | cell area, um2 | total power [mW] | setup slack [ns] | std cells |
|---|---|---|---|---|---|
| after floorplan | 0.310 | 10600 | 1.40 | 3.80 | 1086 |
| after global placement | 0.314 | 11100 | 1.41 | 3.43 | 1411 |
| after detailed placement | 0.313 | 11100 | 1.41 | 3.43 | 1411 |
| after CTS | 0.330 | 11600 | 2.45 | 3.39 | 1443 |
| after global routing | 0.331 | 11600 | 2.51 | 3.20 | 1443 |
| final | 0.329 | 11600 | 2.42 | 3.41 | 1443 |
-- layout by cell type, fill, tap and decap left out, types with 4 or more instances in the layout --
| cell | netlist | routed |
|---|---|---|
| nor2_1 | 173 | 173 |
| a41oi_1 | 4 | 4 |
| nor2b_1 | 14 | 14 |
| nand2b_1 | 6 | 6 |
| inv_1 | 36 | 36 |
| nor4_1 | 9 | 9 |
| nand2_1 | 60 | 60 |
| xor2_1 | 86 | 86 |
| or4_1 | 8 | 8 |
| a21o_1 | 36 | 36 |
| or2_2 | 6 | 6 |
| dfxtp_1 | 108 | 108 |
| and2_1 | 8 | 8 |
| ha_1 | 86 | 86 |
| o21ai_0 | 20 | 20 |
| o41ai_1 | 4 | 4 |
| and4_1 | 18 | 18 |
| o31ai_1 | 5 | 5 |
| inv_4 | 0 | 4 |
| buf_4 | 0 | 11 |
| edfxtp_1 | 88 | 88 |
| nand4_1 | 39 | 39 |
| a21oi_1 | 37 | 37 |
| clkbuf_16 | 0 | 18 |
| a21o_2 | 5 | 5 |
| nand3_1 | 58 | 58 |
| and3_1 | 20 | 20 |
| clkdlybuf4s50_1 | 0 | 8 |
| nor3_1 | 14 | 14 |
| or3_1 | 13 | 13 |
| xnor2_1 | 44 | 44 |
-- worst register-to-register path, stage by stage (launching register included) --
cell	delay, ns
dfxtp_1	0.37
ha_1	0.22
inv_1	0.08
nor4_2	0.44
and4_1	0.31
nor4b_4	0.48
a41oi_1	0.10
a31oi_1	0.43
-- worst paths after layout --
check / end / from / cells after the start
min: btn3.sync_1 / btn3.sync_0 / 0
max: check[2] / btn0.counter[0] / 7
max reg2reg: check[2] / btn0.counter[0] / 7
min reg2reg: btn3.sync_1 / btn3.sync_0 / 0
-- layer usage --
metal  vias to the layer above  global-route usage
met5                         -                   0
met1                      3420               0.257
li1                       3914                   -
met3                         9              0.0279
met2                        65               0.252
met4                         0              0.0142
-- logic make-up after synthesis --
group,count (synthesis),synth area share
AND/OR/NAND/NOR,468,0.225
flip-flops,196,0.452
AND-OR/OR-AND,139,0.0890
XOR/XNOR,130,0.107
adder cells (fa/ha/maj),86,0.101
buffers and inverters,65,0.0235
multiplexers,2,0.00188
Power is estimated from default activity; no workload was simulated.
