--- run.sh ---
#!/bin/bash
# OpenROAD 26Q1-2900-gdf79404cd8, Yosys 0.63+post, stock flow scripts
make -C /OpenROAD-flow-scripts/flow DESIGN_CONFIG=/design/flow/config.mk WORK_HOME=/design/flow/orfs finish
--- constraint.sdc ---
current_design mmult

set clk_period 9.8
set clk_io_pct 0.2

create_clock -name clk0 -period $clk_period [get_ports {clk}]
create_clock -name clk1 -period $clk_period [get_ports {reset_n}]

set non_clock_inputs [all_inputs -no_clocks]
set_input_delay [expr $clk_period * $clk_io_pct] -clock clk0 $non_clock_inputs
set_output_delay [expr $clk_period * $clk_io_pct] -clock clk0 [all_outputs]
--- config.mk ---
export PLATFORM = sky130hd
export DESIGN_NAME = mmult
export DESIGN_NICKNAME = mmult
export VERILOG_FILES = /design/flow/design.v
export SDC_FILE = /design/flow/constraint.sdc
export NUM_CORES = 4
export LEC_CHECK = 1
export CORE_AREA = 10 10 123 123
export DIE_AREA = 0 0 133 133
--- design.v ---
`timescale 1ns / 1ps
module mmult(
 input clk,
 input reset_n,
 input enable,
 input [0:9*8-1] A_mat,
 input [0:9*8-1] B_mat,
 output valid,
 output [0:9*17-1] C_mat
);
integer i = 0, j, k;
reg [0:9*17-1] C_mat;
reg valid = 0;
always @ (posedge clk)
begin
    if(enable && i<3)
    begin
        for(j=0;j<3;j=j+1)
        begin
            for(k=0;k<3;k=k+1)
            begin
                C_mat[i*17+j*51 +: 17] =  C_mat[i*17+j*51 +: 17] + A_mat[j*24+k*8 +: 8] * B_mat[i*8+k*24 +: 8];
            end  
        end
        if(i<3)
            i = i+1;
    end
    if(i==3)
        valid = 1;
end
always @ (negedge reset_n)
begin
  C_mat = 0;
end
endmodule
==> flow_summary.json <==
{
  "cp_cell_sequence": "clkdlybuf4s50_1 -> nand2_1 -> nor4_1 -> nand3_1 -> xnor2_1 -> nor3_1 -> or4bb_1 -> nor4b_2",
  "place_ws_ns": 4.93,
  "cap_viol_max_count": 0,
  "synthToLayoutAreaGrowth_pct": -9.51,
  "numCtsBuffers": 5,
  "ys_seq_frac": 0.224,
  "drive_above_1_share": 0.0710,
  "critPathMaxFanout": 17,
  "syn_area_per_cell_um2": 8.46,
  "setup_slack_ns": 5.24,
  "most_common_cell": "buf_4",
  "cts_sinks": 33,
  "drt_iter0_markers": 68,
  "cts-resized-gates": 0,
  "port-buffer-count": 2,
  "reg2reg_slack_ns": 6.44,
  "gr-total-overflow": 0,
  "chipArea_mm2": 0.0177,
  "crit_family": "simple AND/OR/NAND/NOR gates",
  "clkSlewWorstSetupHoldPaths_ns": 0.05,
  "grt_pass1_wl_um": 8900,
  "fillers": 1399,
  "vias": 1828,
  "startpoint_type": "input pin",
  "clk_path_buf_depth": 2,
  "ys_sh_simple": 0.233,
  "cp.arrival_ns": 4.54,
  "synthTopCellsByArea": "buf_4 38%, dfxtp_1 21%, xnor2_1 6.7%",
  "top_cells_by_count": "153 x buf_4, 32 x dfxtp_1, 23 x xnor2_1",
  "cpPeakStageDelay_ns": 0.85,
  "row_count": 41,
  "end_kind": "flop",
  "hold_violations": 0,
  "firstDrtPassIters": 4,
  "synth_flops": 33,
  "cp_slowest_cell": "clkdlybuf4s50_1",
  "fin_tns_setup_ns": 0,
  "synth_area_mm2": 0.00299,
  "ys_sh_adder": 0.00419,
  "netlist_instances": 353,
  "clockRootBuffer": "clkbuf_16",
  "tightestPinTransition_ns": 0.608,
  "synth_top_flop_cell": "dfxtp_1",
  "dp_hpwl_um": 4540,
  "top_cell_area_share": 0.384,
  "ant_nets": 0,
  "xor_share": 0.0909,
  "wl_um": 5630,
  "fp_util": 0.238,
  "clock_skew_ns": 0.00815,
  "antennaDiodeCount": 0,
  "ctsHoldBuffers": 0,
  "grt_pass1_vias": 1978,
  "gp_congestion": 0.836,
  "ctsHtreeMaxLevel": 2,
  "synth-edff-count": 1,
  "die_w_um": 133,
  "worst-path-buf-inv": 1,
  "fin_util": 0.215,
  "cts_tree": "built",
  "async_reset_ff_frac": 0,
  "powerDensity_mw_per_mm2": 133,
  "pin_count": 301,
  "wl_per_cell_um": 10.7,
  "relSlewSlack": 0.593,
  "maxSlewViolCount": 0,
  "ys_chip_area_mm2": 0.00299,
  "tool_warnings": 171,
  "yosys_warnings": 307,
  "peakVddDrop_mv": 0.0562,
  "core_area_mm2": 0.0126,
  "rsz0062_at_grt": "no",
  "p_leak_nw": 1.26,
  "grt_antenna_before_repair": 0,
  "yosys.area.top_type": "buf_4",
  "drc": 0,
  "vias_per_cell": 3.49,
  "die_y_um": 133,
  "hold_class": "flop to flop",
  "ys_cells": 353,
  "required_ns": 9.77,
  "synth.mux.area_fraction": 0.0117,
  "grt_max_degree": 19,
  "setup_violations": 0,
  "critical_path_class": "input pin to flop",
  "top_logic_kind": "buffers and inverters",
  "grt.total_usage": 0.0569,
  "post_cts.repair.setup_buffers": 0,
  "status": "complete, no violations",
  "yosys.area_share.aoi": 0.0201,
  "synth_cell_types": 48
}
-- registers in the layout (all words and copies together), names as in the netlist --
| register | flops |
|---|---|
| i | 32 |
| valid | 1 |
-- final timing paths --
path	from	end	depth (start not counted)
setup / recovery	enable	valid	8
hold / removal	i[1]	i[1]	2
setup reg to reg	i[0]	valid	9
hold reg to reg	i[1]	i[1]	2
-- cell families (layout without fill, tap and decap cells) --
group | Yosys count | count (layout)
buf+inv | 165 | 12
simple gates | 110 | 110
flops | 33 | 33
xor+xnor | 31 | 31
compound gates | 8 | 8
mux | 3 | 3
other cells | 2 | 154
fa+ha+maj | 1 | 1
-- worst register-to-register path, stage by stage, from the launching register on --
cell	delay, ns
dfxtp_1	0.35
ha_1	0.26
nor4_1	0.26
nand4_1	0.19
o21ai_4	0.48
nand4b_1	0.19
xnor2_1	0.18
or4_1	0.52
nor4_1	0.35
nor4b_2	0.28
-- power by group --
group,switching [mW],internal [mW]
clock,0.0553,0.0922
sequential,0.0173,0.148
combinational,0.0265,0.0203
total,0.0991,0.261
-- per-layer routing --
layer / vias up / track usage / routed length [um]
li1: 864 / - / -
met1: 791 / 0.0805 / 2780
met2: 167 / 0.0719 / 1850
met3: 6 / 0.0357 / 932
met4: 0 / 0.00795 / 55
met5: - / 0 / 0
-- cell type report --
type,instances,area (um2),share of cell area
Sequential cell,33,671,0.248
Tap cell,172,215,0.0796
Inverter,3,11.3,0.00416
Clock inverter,1,5.00,0.00185
Multi-Input combinational cell,307,1650,0.611
Timing Repair Buffer,2,20.0,0.00740
Clock buffer,6,129,0.0477
-- layout by cell type, fill, tap and decap left out, types with 3 or more instances in the layout --
| master | instances |
|---|---|
| nand4_1 | 11 |
| inv_1 | 3 |
| nor2_1 | 12 |
| dfxtp_1 | 32 |
| xnor2_1 | 23 |
| nand3_1 | 15 |
| xor2_1 | 8 |
| clkbuf_16 | 5 |
| a31oi_1 | 3 |
| conb_1 | 154 |
| nor4_1 | 8 |
| nand2_1 | 17 |
| and3_1 | 9 |
| nor3_1 | 7 |
-- per-stage QoR --
stage | instances | area, um2 | total power, mW | hold WS (ns)
floorplan | 505 | 3560 | 0.243 | 0.448
global placement | 517 | 2570 | 0.216 | 0.464
detailed placement | 517 | 2570 | 0.216 | 0.474
CTS | 524 | 2700 | 0.364 | 0.484
global route | 524 | 2700 | 0.381 | 0.522
finish | 524 | 2700 | 0.360 | 0.480
No activity file was given, so power comes from the tool's default toggle rates.
