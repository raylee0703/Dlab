## /design/flow/run.sh

```bash
#!/bin/bash
# OpenROAD 26Q1-2900-gdf79404cd8, Yosys 0.63+post, stock flow scripts
make -C /OpenROAD-flow-scripts/flow DESIGN_CONFIG=/design/flow/config.mk WORK_HOME=/design/flow/orfs finish
```

## /design/flow/config.mk

```make
export PLATFORM = sky130hd
export DESIGN_NAME = lab5
export DESIGN_NICKNAME = lab5
export VERILOG_FILES = /design/flow/design.v
export SDC_FILE = /design/flow/constraint.sdc
export NUM_CORES = 4
export LEC_CHECK = 1
export CORE_UTILIZATION = 50
```

## /design/flow/constraint.sdc

```tcl
current_design lab5

set clk_period 60.2
set clk_io_pct 0.2

create_clock -name clk0 -period $clk_period [get_ports {clk}]

set non_clock_inputs [all_inputs -no_clocks]
set_input_delay [expr $clk_period * $clk_io_pct] -clock clk0 $non_clock_inputs
set_output_delay [expr $clk_period * $clk_io_pct] -clock clk0 [all_outputs]
```

## /design/flow/design.v

```verilog
`timescale 1ns / 1ps
module division(
    input [15:0] A,
    input [15:0] B,
    input clk,
    input reset_n,
    input [2:0] P,
    output reg compute_done,
    output reg [15:0] Q
    );
    reg [15:0] R;
    integer i;
    always @(posedge clk) begin
      if(~reset_n)
        compute_done = 0;
      else if(P == 0)
        compute_done = 0;
      else if(P == 5)
      begin
        R = 0;
        Q = 0;
        for(i=15;i>=0;i=i-1)
        begin
          R = R << 1;
          R[0] = A[i];
          if(R >= B)
          begin
            R = R - B;
            Q[i] = 1;
          end 
        end
        if(i<0)
          compute_done = 1;
      end
    end
endmodule
`timescale 1ns / 1ps
module lab5(
  input  clk,
  input  reset_n,
  input  [3:0] usr_btn,
  output [3:0] usr_led,
  input  uart_rx,
  output uart_tx
);
localparam [2:0] S_MAIN_INIT = 0, S_MAIN_PROMPT1 = 1,
                 S_MAIN_READ_NUM1 = 2, S_MAIN_PROMPT2 = 3,
                 S_MAIN_READ_NUM2 = 4, S_MAIN_COMPUTE = 5,
                 S_MAIN_REPLY = 6;
localparam [1:0] S_UART_IDLE = 0, S_UART_WAIT = 1,
                 S_UART_SEND = 2, S_UART_INCR = 3;
localparam INIT_DELAY = 100_000;  
localparam PROMPT1_STR = 0;   
localparam PROMPT1_LEN = 35;  
localparam PROMPT2_STR = 35;
localparam PROMPT2_LEN = 36;
localparam REPLY_STR  = PROMPT1_LEN+PROMPT2_LEN;  
localparam REPLY_LEN  = 36;  
localparam MEM_SIZE   = PROMPT1_LEN+PROMPT2_LEN+REPLY_LEN;
wire enter_pressed;
wire print_enable;
wire print_done;
wire compute_done;
reg [$clog2(MEM_SIZE):0] send_counter;
reg [2:0] P, P_next;
reg [1:0] Q, Q_next;
reg [$clog2(INIT_DELAY):0] init_counter;
reg [7:0] data[0:MEM_SIZE-1];
reg  [0:PROMPT1_LEN*8-1] msg1 = { "\015\012Enter the first decimal number: ", 8'h00 };
reg  [0:PROMPT2_LEN*8-1] msg2 = { "\015\012Enter the second decimal number: ", 8'h00 };
reg  [0:REPLY_LEN*8-1]  msg3 = { "\015\012The integer quotient is: 0x005D\015\012", 8'h00 };
reg  [15:0] num_reg1, num_reg2;   
reg  [2:0]  key_cnt;   
wire transmit;
wire received;
wire [7:0] rx_byte;
reg  [7:0] rx_temp;   
wire [7:0] tx_byte;
wire [7:0] echo_key;  
wire is_num_key;
wire is_receiving;
wire is_transmitting;
wire recv_error;
wire [15:0] quotient;
uart uart(
  .clk(clk),
  .rst(~reset_n),
  .rx(uart_rx),
  .tx(uart_tx),
  .transmit(transmit),
  .tx_byte(tx_byte),
  .received(received),
  .rx_byte(rx_byte),
  .is_receiving(is_receiving),
  .is_transmitting(is_transmitting),
  .recv_error(recv_error)
);
integer idx;
always @(posedge clk) begin
  if (~reset_n) begin
    for (idx = 0; idx < PROMPT1_LEN; idx = idx + 1) data[idx] = msg1[idx*8 +: 8];
    for (idx = 0; idx < PROMPT2_LEN; idx = idx + 1) data[idx+PROMPT1_LEN] = msg2[idx*8 +: 8];
    for (idx = 0; idx < REPLY_LEN; idx = idx + 1) data[idx+PROMPT1_LEN+PROMPT2_LEN] = msg3[idx*8 +: 8];
  end
  else if (P == S_MAIN_REPLY) begin
    data[REPLY_STR+29] <= ((quotient[15:12] > 9)? "7" : "0") + quotient[15:12];
    data[REPLY_STR+30] <= ((quotient[11: 8] > 9)? "7" : "0") + quotient[11: 8];
    data[REPLY_STR+31] <= ((quotient[ 7: 4] > 9)? "7" : "0") + quotient[ 7: 4];
    data[REPLY_STR+32] <= ((quotient[ 3: 0] > 9)? "7" : "0") + quotient[ 3: 0];
  end
end
assign usr_led = usr_btn;
assign enter_pressed = (rx_temp == 8'h0D);  
always @(posedge clk) begin
  if (~reset_n) P <= S_MAIN_INIT;
  else P <= P_next;
end
always @(*) begin  
  case (P)
    S_MAIN_INIT:  
	  if (init_counter < INIT_DELAY) P_next = S_MAIN_INIT;
	  else P_next = S_MAIN_PROMPT1;
    S_MAIN_PROMPT1:  
      if (print_done) P_next = S_MAIN_READ_NUM1;
      else P_next = S_MAIN_PROMPT1;
    S_MAIN_READ_NUM1:  
      if (enter_pressed) P_next = S_MAIN_PROMPT2;
      else P_next = S_MAIN_READ_NUM1;
    S_MAIN_PROMPT2:
      if(print_done) P_next = S_MAIN_READ_NUM2;
      else P_next = S_MAIN_PROMPT2;
    S_MAIN_READ_NUM2:
      if(enter_pressed) P_next = S_MAIN_COMPUTE;
      else P_next = S_MAIN_READ_NUM2;
    S_MAIN_COMPUTE:
      if(compute_done) P_next = S_MAIN_REPLY;
      else P_next = S_MAIN_COMPUTE;     
    S_MAIN_REPLY:  
      if (print_done) P_next = S_MAIN_INIT;
      else P_next = S_MAIN_REPLY;
  endcase
end
assign print_enable = (P != S_MAIN_PROMPT1 && P_next == S_MAIN_PROMPT1) ||
                      (P != S_MAIN_PROMPT2 && P_next == S_MAIN_PROMPT2) ||
                      (P == S_MAIN_COMPUTE && P_next == S_MAIN_REPLY);
assign print_done = (tx_byte == 8'h0);
always @(posedge clk) begin
  if (P == S_MAIN_INIT) init_counter <= init_counter + 1;
  else init_counter <= 0;
end
always @(posedge clk) begin
  if (~reset_n) Q <= S_UART_IDLE;
  else Q <= Q_next;
end
always @(*) begin  
  case (Q)
    S_UART_IDLE:  
      if (print_enable) Q_next = S_UART_WAIT;
      else Q_next = S_UART_IDLE;
    S_UART_WAIT:  
      if (is_transmitting == 1) Q_next = S_UART_SEND;
      else Q_next = S_UART_WAIT;
    S_UART_SEND:  
      if (is_transmitting == 0) Q_next = S_UART_INCR;  
      else Q_next = S_UART_SEND;
    S_UART_INCR:
      if (tx_byte == 8'h0) Q_next = S_UART_IDLE;  
      else Q_next = S_UART_WAIT;
  endcase
end
assign transmit = (Q_next == S_UART_WAIT ||
                  (P == S_MAIN_READ_NUM1 && received) ||
                  (P == S_MAIN_READ_NUM2 && received) ||
                   print_enable);
assign is_num_key = (rx_byte > 8'h2F) && (rx_byte < 8'h3A) && (key_cnt < 5);
assign echo_key = (is_num_key || rx_byte == 8'h0D)? rx_byte : 0;
assign tx_byte  = ((P == S_MAIN_READ_NUM1 || P == S_MAIN_READ_NUM2) && received)? echo_key : data[send_counter];
always @(posedge clk) begin
  case (P_next)
    S_MAIN_INIT: send_counter <= PROMPT1_STR;
    S_MAIN_READ_NUM1: send_counter <= PROMPT2_STR;
    S_MAIN_READ_NUM2: send_counter <= REPLY_STR;
    default: send_counter <= send_counter + (Q_next == S_UART_INCR);
  endcase
end
always @(posedge clk) begin
  if (~reset_n || (P == S_MAIN_INIT || P == S_MAIN_PROMPT1 || P == S_MAIN_PROMPT2)) key_cnt <= 0;
  else if (received && is_num_key) key_cnt <= key_cnt + 1;
end
always @(posedge clk)begin
  if (~reset_n)
  begin 
    num_reg1 <= 0;
    num_reg2 <= 0;
  end
  else if (P == S_MAIN_INIT || P == S_MAIN_PROMPT1)
  begin
    num_reg1 <= 0;
    num_reg2 <= 0;
  end
  else if (received && is_num_key && P == S_MAIN_READ_NUM1) num_reg1 <= (num_reg1 * 10) + (rx_byte - 48);
  else if (received && is_num_key && P == S_MAIN_READ_NUM2) num_reg2 <= (num_reg2 * 10) + (rx_byte - 48);
end
always @(posedge clk) begin  
  rx_temp <= (received)? rx_byte : 8'h0;
end
division div(.A(num_reg1), .B(num_reg2), .clk(clk), .reset_n(reset_n), .P(P), .compute_done(compute_done), .Q(quotient));
endmodule
`timescale 1ns / 1ps
module uart(
    input clk,  
    input rst,  
    input rx,   
    output tx,  
    input transmit,          
    input [7:0] tx_byte,     
    output received,         
    output [7:0] rx_byte,    
    output is_receiving,     
    output is_transmitting,  
    output recv_error        
    );
parameter CLOCK_DIVIDE = 651;  
parameter RX_IDLE = 0;
parameter RX_CHECK_START = 1;
parameter RX_READ_BITS = 2;
parameter RX_CHECK_STOP = 3;
parameter RX_DELAY_RESTART = 4;
parameter RX_ERROR = 5;
parameter RX_RECEIVED = 6;
parameter TX_IDLE = 0;
parameter TX_SENDING = 1;
parameter TX_DELAY_RESTART = 2;
reg [10:0] rx_clk_divider = CLOCK_DIVIDE;
reg [10:0] tx_clk_divider = CLOCK_DIVIDE;
reg       rx_ff;
reg [2:0] recv_state = RX_IDLE;
reg [5:0] rx_countdown;
reg [3:0] rx_bits_remaining;
reg [7:0] rx_data;
reg tx_out = 1;
reg [1:0] tx_state = TX_IDLE;
reg [5:0] tx_countdown;
reg [3:0] tx_bits_remaining;
reg [7:0] tx_data;
assign received = (recv_state == RX_RECEIVED);
assign recv_error = (recv_state == RX_ERROR);
assign is_receiving = (recv_state != RX_IDLE);
assign rx_byte = rx_data;
assign tx = tx_out;
assign is_transmitting = tx_state != TX_IDLE;
always @(posedge clk) begin
  if (rst) begin
    recv_state = RX_IDLE;
    tx_state = TX_IDLE;
  end
  else begin
    rx_ff <= rx;
  end
  rx_clk_divider = rx_clk_divider - 1;
  if (!rx_clk_divider) begin
    rx_clk_divider = CLOCK_DIVIDE;
    rx_countdown = rx_countdown - 1;
  end
  tx_clk_divider = tx_clk_divider - 1;
  if (!tx_clk_divider) begin
    tx_clk_divider = CLOCK_DIVIDE;
    tx_countdown = tx_countdown - 1;
  end
  case (recv_state)
    RX_IDLE: begin
      if (!rx_ff) begin
        rx_clk_divider = CLOCK_DIVIDE;
        rx_countdown = 8;
        recv_state = RX_CHECK_START;
      end
    end
    RX_CHECK_START: begin
      if (!rx_countdown) begin
        if (!rx_ff) begin
          rx_countdown = 16;
          rx_bits_remaining = 8;
          recv_state = RX_READ_BITS;
        end else begin
          recv_state = RX_ERROR;
        end
      end
    end
    RX_READ_BITS: begin
      if (!rx_countdown) begin
        rx_data = {rx_ff, rx_data[7:1]};
        rx_countdown = 16;
        rx_bits_remaining = rx_bits_remaining - 1;
        recv_state = rx_bits_remaining ? RX_READ_BITS : RX_CHECK_STOP;
      end
    end
    RX_CHECK_STOP: begin
      if (!rx_countdown) begin
        recv_state = rx_ff ? RX_RECEIVED : RX_ERROR;
      end
    end
    RX_DELAY_RESTART: begin
      recv_state = rx_countdown ? RX_DELAY_RESTART : RX_IDLE;
    end
    RX_ERROR: begin
      rx_countdown = 32;
      recv_state = RX_DELAY_RESTART;
    end
    RX_RECEIVED: begin
      recv_state = RX_IDLE;
    end
    default: recv_state = RX_IDLE;
  endcase
  case (tx_state)
    TX_IDLE: begin
      if (transmit) begin
        tx_data = tx_byte;
        tx_clk_divider = CLOCK_DIVIDE;
        tx_countdown = 16;
        tx_out = 0;
        tx_bits_remaining = 8;
        tx_state = TX_SENDING;
      end
    end
    TX_SENDING: begin
      if (!tx_countdown) begin
        if (tx_bits_remaining) begin
          tx_bits_remaining = tx_bits_remaining - 1;
          tx_out = tx_data[0];
          tx_data = {1'b0, tx_data[7:1]};
          tx_countdown = 16;
          tx_state = TX_SENDING;
        end else begin
          tx_out = 1;
          tx_countdown = 32;
          tx_state = TX_DELAY_RESTART;
        end
      end
    end
    TX_DELAY_RESTART: begin
      tx_state = tx_countdown ? TX_DELAY_RESTART : TX_IDLE;
    end
    default: tx_state = TX_IDLE;
  endcase
end
endmodule
```

==> results.json <==
{
  "status": "finished clean",
  "clock_power_share_pct": 39.9,
  "dieArea_um2": 51680,
  "holdBufCountCts": 0,
  "slowest_stage": "o21ai_2",
  "post_drt_via_cell_ratio": 6.142,
  "p_per_area_nw_per_um2": 10.86,
  "fin_skew_ns": 0.01605,
  "hpwl_mm": 60.70,
  "finalSetupTns_ns": 0,
  "num_rows": 82,
  "seqPwrFrac_pct": 49.8,
  "die_x_um": 227.3,
  "holdCritPathClass": "reg2reg",
  "grt_use_total_pct": 31.45,
  "met1_usage_pct": 46.71,
  "final_util_pct": 53.28,
  "setup_viol": 0,
  "async_flop_share_pct": 0,
  "synth.top_cell.area_share_pct": 16.66,
  "dr_total_vias": 24430,
  "numCtsBuffers": 17,
  "ys_cells": 3345,
  "cts_tree": "yes",
  "wire_per_inst_um": 19.89,
  "boundaryPins": 12,
  "ys_warn_count": 4,
  "post-cts-setup-buffers": 0,
  "drive_gt1_share_pct": 6.201,
  "cts_resized": 0,
  "xor_share_pct": 8.935,
  "cts_root_buf": "clkbuf_16",
  "die_h_um": 227.3,
  "p_leak_nw": 11.66,
  "port_buffers": 3,
  "synthAoiAreaFrac_pct": 25.16,
  "cp-start-kind": "flop",
  "max_freq_ghz": 0.02421,
  "synthDistinctLibCells": 105,
  "switching_share_pct": 28.32,
  "finalCritPeriodShare_pct": 68.63,
  "antenna_left": 0,
  "p_int_uw": 208.1,
  "ctsLongestPathBuffers": 2,
  "max_slew_margin_pct": 36.13,
  "drc": 0,
  "critPathKind": "reg2reg",
  "syn_area_per_cell_um2": 7.589,
  "top_area_cell": "ha_1",
  "yosysChipArea_um2": 25390,
  "grt_pass1_vias": 22430,
  "maxCapViolCount": 0,
  "fp_util_pct": 50.60,
  "clk_pin_slew_ns": 0.07,
  "netlist_area_um2": 25390,
  "worstMarginPinSlew_ns": 0.9536,
  "crit_fanout": 28,
  "hold_viol": 0,
  "synth_flops": 188,
  "antenna_cells": 0,
  "use_met2_pct": 49.23,
  "synth.logic.top_family": "AND-OR/OR-AND gates",
  "cp.arrival_ns": 41.55,
  "rsz0062_at_grt": "false",
  "met3_usage_pct": 3.913,
  "synthMuxAreaShare_pct": 3.435,
  "cpPeakStageDelay_ns": 0.72,
  "clk_latency_ns": 0.48,
  "yosys.area_share.adder_pct": 18.47,
  "grt_max_degree": 49,
  "end_kind": "flop",
  "power_frac_comb_pct": 10.3,
  "drtPass1Iterations": 5,
  "syn_to_final_growth_pct": 5.293,
  "yosys.area_share.simple_pct": 22.84,
  "grt_pass1_wl_mm": 124.5,
  "worstPathRequired_ns": 60.44,
  "untimed_endpoints": 3,
  "power_switching_uw": 82.25,
  "flop_cell": "dfxtp_1",
  "ys_top_cells_by_area": "ha_1 17%, dfxtp_1 11%, xnor2_1 6.2%",
  "unclocked_regs": 3,
  "drt_iter0_drc": 1907,
  "cts_max_level": 4,
  "min_period_ns": 41.31,
  "wl_mm": 79.12,
  "gr-total-overflow": 0,
  "warnings": 29,
  "antenna_found_initial": 0,
  "busiest_layer": "met2",
  "synth_cells": 3345,
  "worst_path_most_repeated_cell": "ha_1",
  "coreArea_um2": 50170,
  "edf_count": 42,
  "gp_congestion": 0.9881,
  "drv_slew": 0,
  "peakVddDrop_v": 0.00001999
}
[synthesized netlist by cell type (all sizes together), types with 32 or more instances]
master / count
a31oi: 37
dfxtp: 143
buf: 32
edfxtp: 42
nand2: 287
nand2b: 57
nand3: 88
a211oi: 42
o21a: 61
mux2: 48
nor3: 99
clkbuf: 85
xor2: 80
a21o: 68
xnor2: 179
ha: 338
o21ai: 214
and2: 35
inv: 190
nor2: 316
a21oi: 271
nand4: 61
nor2b: 71
[critical path, delay by kind of cell (launching register included)]
family,cells,cell delay [ns]
AOI/OAI and AO/OA,81,22.13
and+or+nand+nor,28,7.05
buffers and inverters,22,5.64
adders and majority gates,15,5.13
muxes,2,0.64
DFF,1,0.34
[metrics by stage]
| step | worst slack, ns | cells | power, mW | cell area, um^2 | hold slack, ns |
|---|---|---|---|---|---|
| after global placement | 20.62 | 3946 | 0.1757 | 26150 | 0.4031 |
| after global routing | 15.81 | 3978 | 0.3033 | 26730 | 0.4539 |
| final | 18.89 | 3978 | 0.2904 | 26730 | 0.4280 |
| after detailed placement | 19.68 | 3946 | 0.1770 | 26150 | 0.4217 |
| after CTS | 19.50 | 3978 | 0.2936 | 26730 | 0.4329 |
| after floorplan | 25.67 | 3345 | 0.1702 | 25390 | 0.3937 |
[state kept, by name, summed over array words and instances, names as in the netlist, 11 cells and up]
signal and count:
data 28, uart.rx_clk_divider 11, div.Q 16, init_counter 18, uart.tx_clk_divider 11, num_reg2 16, num_reg1 16
[final cells by class]
| class | instances | area, um^2 |
|---|---|---|
| fill | 4660 | 23440 |
| multi-input combinational | 2847 | 20060 |
| sequential | 188 | 4170 |
| tap | 672 | 840.8 |
| inverter | 193 | 724.4 |
| clock buffer | 20 | 446.7 |
| timing repair buffer | 46 | 352.8 |
| clock inverter | 12 | 131.4 |
[path summary, 6_finish.rpt]
kind	start	end	slack [ns]	cells past startpoint
worst max-delay path	num_reg2[6]	div.Q[0]	18.89	148
worst min-delay path	uart.tx_clk_divider[0]	uart.tx_clk_divider[0]	0.43	1
worst max register to register	num_reg2[6]	div.Q[0]	18.89	148
worst min register to register	uart.tx_clk_divider[0]	uart.tx_clk_divider[0]	0.43	1
[cell families (layout without fill, tap and decap cells)]
kind of cell    Yosys count  count (layout)
buf+inv                 310             271
other cells               1               1
compound gates          979             979
mux                      72              72
xor+xnor                259             259
fa+ha+maj               362             362
simple gates           1174            1174
latches                   3               3
flops                   185             185
[placed cells by master (no fill, tap or decap), types with 18 or more instances in the layout]
master / synthesis / layout
ha_1: 338 / 338
nor2_1: 315 / 314
nand2_1: 287 / 287
a21oi_1: 269 / 268
o21ai_0: 191 / 191
inv_1: 181 / 181
xnor2_1: 179 / 179
dfxtp_1: 143 / 142
nor3_1: 99 / 97
nand3_1: 86 / 86
xor2_1: 80 / 80
nor2b_1: 71 / 71
a21o_1: 67 / 67
nand4_1: 61 / 61
o21a_1: 61 / 61
nand2b_1: 57 / 57
mux2_2: 47 / 47
buf_4: 4 / 43
a211oi_1: 42 / 42
edfxtp_1: 42 / 42
a31oi_1: 37 / 36
and2_1: 35 / 35
or3_1: 29 / 29
o31ai_1: 28 / 28
or2_2: 24 / 24
o21bai_1: 24 / 24
o211ai_1: 23 / 23
fa_1: 22 / 22
o21ai_1: 22 / 21
nor4_1: 20 / 20
a311oi_1: 18 / 18
[power by group through the flow]
stage	Clock, mW	Sequential [mW]	Combinational [mW]
CTS	0.119	0.144	0.0300
global route	0.123	0.146	0.0339
finish	0.116	0.145	0.0300
[metal layers]
metal	wire length, um	up-vias
met3	4375	138
met4	2218	0
met2	35420	711
met1	37100	11420
li1	-	12170
met5	0	-
Power is estimated from default activity; no workload was simulated.
